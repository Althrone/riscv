## flow/config.mk

```make
export PLATFORM = sky130hd
export DESIGN_NAME = pc
export DESIGN_NICKNAME = pc
export VERILOG_FILES = /design/flow/design.v
export SDC_FILE = /design/flow/constraint.sdc
export NUM_CORES = 4
export LEC_CHECK = 1
export CORE_AREA = 10 10 112 112
export DIE_AREA = 0 0 122 122
```

## flow/constraint.sdc

```tcl
current_design pc

set clk_period 4.1
set clk_io_pct 0.2

create_clock -name clk0 -period $clk_period [get_ports {i_clk}]

set non_clock_inputs [all_inputs -no_clocks]
set_input_delay [expr $clk_period * $clk_io_pct] -clock clk0 $non_clock_inputs
set_output_delay [expr $clk_period * $clk_io_pct] -clock clk0 [all_outputs]
```

## flow/design.v

```verilog
module pc(
   input wire i_clk,
   input wire i_nrst,
   input wire i_jump_en,
   input wire[31:0] i_jump_addr,
   output reg[31:0] o_pc
);
always @(posedge i_clk) begin
    if(i_nrst==1'b0)
        o_pc <= 32'b0;
    else if(i_jump_en==1'b1)
        o_pc <= i_jump_addr;
    else
        o_pc <= o_pc+3'd4;
end
endmodule
```

## flow/run.sh

```bash
#!/bin/bash
# OpenROAD 26Q1-2900-gdf79404cd8, Yosys 0.63+post, stock flow scripts
make -C /OpenROAD-flow-scripts/flow DESIGN_CONFIG=/design/flow/config.mk WORK_HOME=/design/flow/orfs finish
```

==> summary.txt <==
Physical implementation status

The portion of synthesized cell area occupied by the leading cell type stands at 38.3%. The tool warning count stands at 25. Sorting the Yosys area breakdown by cell type puts at the top dfxtp_1. The post-synthesis async set-or-reset flop share stands at 0%. The number of hold-slack violations in the final timing report stands at 0. For this block, the routed nets add up to 5860 um of wire.

After detailed routing, the average wire length per cell comes to 14.6 um. The worst clock skew on the final layout stands at 0.00882 ns. Counting instances in the post-synthesis netlist gives the leading cell types as dfxtp_1, o21ai_0, a31oi_1, nor2_1, or4_1.

The worst hold path depth stands at 2. After clock tree synthesis, the clock-pin slew on the worst setup and hold paths is 0.07 ns. The number of clock sinks came to 32. The headroom to the max-slew limit stands at 64.4%. TritonRoute reported its final design rule violation total as 0. The worst reg-to-reg setup slack stands at 1.79 ns.

In this run switching power makes up 25.9% of total power. The longest clock path from root to sink contains 2 buffers. The worst setup path is launched from an input pin.

Entering global routing, the biggest net connects 35 pins. The area reported by Yosys stat stands at 1670 um2. After floorplanning, the die was sized to cover 14900 um2. The total routing usage reported by global routing stands at 7.73%. The synthesis stats list as the most numerous cell dfxtp_1. The initial antenna violation count was 0. The OpenROAD report gives the critical path a data arrival time of 2.85 ns.

The setup-violating endpoint count in the final report stands at 0. For this run, the leading register cell type out of synthesis is dfxtp_1. The clock insertion delay at the later pin of the skew report stands at 0.28 ns. The final-layout fill cell count stands at 1094. The final critical path takes up 64.1% of the cycle. The number of optimization iterations in the first detailed-route pass stands at 4.

VDD sags by at most 0.0951 mV. The placement report lists the number of port buffers as 66. Setup repair after global routing left no endpoint under its margin.

The routed via count divided by cell count stands at 4.41. The via count of the first global-routing pass is 1694. The die height stands at 122 um.

In the synthesized netlist, the number of instances is 205. The mean instance size in the synthesized netlist stands at 8.17 um2. The number of hold buffers added after CTS was 0.

The number of H-tree levels stands at 2. The critical path maximum fanout is 34. Looking at the reg2reg group, the worst path starts from o_pc[4]$_SDFF_PN0_. In this run the power spent charging and discharging nets is 187 uW.

The transition time at the pin with the least slew margin stands at 0.534 ns. The internal power contribution stands at 534 uW. The buffer count from post-CTS setup fixing stands at 0. Counting flops with a built-in enable in the synthesized netlist gives 0. The proportion of power drawn by flip-flops and latches stands at 50.3%. The largest registers in the layout are o_pc: 32 flops. Counting flops and latches in the post-synthesis netlist gives 32.

The I/O pin count stands at 67. At the end of routability-driven placement, the weighted congestion stood at 0.829. The die is 122 um wide. Across all setup checks in the final design, the least slack found is 1.47 ns. The number of maximum-capacitance constraint violations stands at 0. The final critical path time including I/O delays and setup stands at 2.63 ns.

The final sum of negative setup slack stands at 0 ns. The cell total in the yosys stat output stands at 205. Per the final layout report, the fraction of cells sized above drive strength 1 comes to 3.76%. STA classifies the critical path endpoint as a flop. TritonCTS built the clock tree. Ranked by flip-flop count, first place goes to o_pc. Note that the worst hold path type here is reg -> reg.

For the worst flop-to-flop path, the logic depth is 4. STA lists the endpoint of the worst register-to-register path as o_pc[31]$_SDFF_PN0_. The first global-routing pass estimated 9330 um of wire. The report lists the number of standard-cell rows as 37. On the final layout, the worst hold slack is 0.502 ns. In the final report, the number of pins over their slew limit comes to 0. By area the synthesized netlist is led by dfxtp_1, o21ai_0, or4_1, a31oi_1, xnor2_1. Hold analysis lists the worst path endpoint as o_pc[0]$_SDFFE_PN0P_. The count of nets left with antenna violations once routing finished came out at 0. The core region is 10200 um2.

The run finished with clean final reports. The synthesized netlist occupies a cell area of 1670 um2. For this run, the top clock speed supported by timing is 381 MHz. The register with the most flip-flops in the layout has 32 of them. Per the log, the first TritonRoute iteration ended with a DRC count of 143. Traced cell by cell, the critical path runs through clkdlybuf4s50_1, inv_1, buf_4, o21ai_0, a211oi_1, and3_1. The repair_antennas step left the layout with diodes totalling 0. The overall overflow remaining after global route stands at 0. The share of the core area taken by cells at floorplan is 16.4%. The leakage power summed over all cells stands at 0.000796 uW. The proportion of power drawn by the clock network stands at 31.8%. The distinct cell type count after synthesis stands at 27.

The worst-case setup slack after placement stands at 1.17 ns. The slowest stage of the critical path is the clkdlybuf4s50_1 cell. The fraction of power consumed by combinational cells stands at 17.8%. After legalization and detailed placement, the total HPWL measured 4450 um. The tree is rooted in a clkbuf_8. The post-cts gate resize count stands at 0. The flow measured a signed area growth from synthesis to layout of 51.6%. The TritonCTS buffer count stands at 5. The areal power density over the cells stands at 284 nW/um2. The total number of vias stands at 1774.

The worst hold path begins at o_pc[0]$_SDFFE_PN0P_. The maximum single-stage delay on the critical path stands at 0.64 ns. The worst setup path is of the in -> reg kind. After synthesis, flip-flops and latches occupy 38.3% of the total area. The critical path data required time stands at 4.32 ns.

The yosys warning tally stands at 1.
[layout make-up]
type	instances	area, um2	area share [%]
clock inverter	1	5.00	0.197
sequential	32	641	25.2
inverter	7	26.3	1.03
clock buffer	6	72.6	2.86
timing repair buffer	68	676	26.6
tap	136	170	6.70
multi-input combinational	152	948	37.4
[metrics by stage]
stage	power [uW]	cells	area [um2]	utilization, %
CTS	731	402	2540	24.8
global route	765	402	2540	24.8
finish	721	402	2540	24.8
detailed placement	501	395	2460	24.1
global placement	500	395	2460	24.1
floorplan	405	205	1670	-
[critical path, delay by kind of cell]
family	cells	cell delay (ns)
simple gates	1	0.17
compound gates	2	0.31
buf+inv	3	1.55
[cell families (layout without fill, tap and decap cells)]
family                     Yosys count  count (layout)  share of synthesized area, %
AOI/OAI and AO/OA                   68              68                          24.1
xor gates and xnor gates             8               8                          4.19
adders and majority gates            1               1                         0.747
buffers and inverters               21              82                          5.08
DFF                                 32              32                          38.3
muxes                                5               5                          2.99
and+or+nand+nor                     70              70                          24.6
[routing by layer]
layer	global-route usage, %	vias up	routed length (um)
li1	-	907	-
met1	10.2	808	2600
met2	11.8	53	2560
met3	3.47	6	643
met4	0.745	0	54
met5	0	-	0
[how the worst max path moves through the flow]
stage     slack (ns)  cells past startpoint  startpoint                  end
6_report        1.47                      6   i_jump_en  o_pc[31]$_SDFF_PN0_
5_1_grt         1.19                      6   i_jump_en  o_pc[31]$_SDFF_PN0_
4_1_cts         1.47                      6   i_jump_en  o_pc[31]$_SDFF_PN0_
[power by group through the flow]
stage	combinational (uW)	clock (uW)	sequential (uW)
4_1_cts	132	236	363
5_1_grt	144	252	368
6_report	129	229	363
[cell usage in the layout, fill, tap and decap left out, drive strengths merged]
cell	Yosys	routed
nand2	7	7
clkdlybuf4s50	0	66
nand3	8	8
a211oi	2	2
buf	4	2
clkbuf	10	6
nor3	4	4
dfxtp	32	32
a21oi	7	7
nor2	14	14
o21ai	31	31
xnor2	8	8
clkinv	0	1
or4	13	13
o31ai	9	9
mux2i	5	5
and3	3	3
inv	7	7
and4	2	2
nand4	9	9
a311oi	4	4
a31oi	14	14
ha	1	1
a32oi	1	1
or3	10	10
Power is estimated from default activity; no workload was simulated.
